**design/flow/design.v**
```verilog
module pc_ram #(
parameter DATA_WIDTH = 1'b1, parameter ADDR_WIDTH = 4'ha)(
input [(DATA_WIDTH-1'b1):0] data,
input [(ADDR_WIDTH-1'b1):0] addr,
input we, clk,
output [(DATA_WIDTH-1'b1):0] q);
reg [DATA_WIDTH-1'b1:0] ram[2**ADDR_WIDTH-1'b1:0];
reg [ADDR_WIDTH-1'b1:0] addr_reg;
initial $readmemh("ram_input_contents_sample_5.txt", ram);
always @ (posedge clk) begin
	if (we) ram[addr] <= data;  
	addr_reg <= addr;
end
assign q = ram[addr_reg];
endmodule
```
**design/flow/run.sh**
```bash
#!/bin/bash
# OpenROAD 26Q1-2900-gdf79404cd8, Yosys 0.63+post, stock flow scripts
make -C /OpenROAD-flow-scripts/flow DESIGN_CONFIG=/design/flow/config.mk WORK_HOME=/design/flow/orfs finish
```
**design/flow/config.mk**
```make
export PLATFORM = sky130hd
export DESIGN_NAME = pc_ram
export DESIGN_NICKNAME = pc_ram
export VERILOG_FILES = /design/flow/design.v
export SDC_FILE = /design/flow/constraint.sdc
export NUM_CORES = 4
export LEC_CHECK = 1
export CORE_UTILIZATION = 30
export SYNTH_HDL_FRONTEND = slang
```
**design/flow/constraint.sdc**
```tcl
current_design pc_ram

set clk_period 19.9
set clk_io_pct 0.2

create_clock -name clk0 -period $clk_period [get_ports {clk}]

set non_clock_inputs [all_inputs -no_clocks]
set_input_delay [expr $clk_period * $clk_io_pct] -clock clk0 $non_clock_inputs
set_output_delay [expr $clk_period * $clk_io_pct] -clock clk0 [all_outputs]
```
==> results.sh <==
# physical design summary
export IMPL_synth_distinct_cells=56
export IMPL_fp_dieArea_um2=151000
export IMPL_post_route_period_util=0.5030
export IMPL_mux_area_frac=0.1369
export IMPL_io_buffers=13
export IMPL_power_density_nw_per_um2=90.31
export IMPL_syn_cell_area_um2=44840
export IMPL_ys_seq_frac=0.6903
export IMPL_vias_per_cell=5.223
export IMPL_core_area_um2=148000
export IMPL_pre_cts_ws_ns=10.46
export IMPL_ys_sh_simple=0.1118
export IMPL_hold_buffers=0
export IMPL_xor_area_frac=0
export IMPL_ys_top_cells_by_count="nor2_1, edfxtp_1, mux4_2"
export IMPL_drc=0
export IMPL_synthCells=3121
export IMPL_yosys_most_used_dff="edfxtp_1"
export IMPL_ys_chip_area_um2=44840
export IMPL_drtIter0Drc=2127
export IMPL_leakagePower_uw=0.01467
export IMPL_slew_headroom=0.3498
export IMPL_edf_count=1024
export IMPL_initial_core_util=0.3029
export IMPL_die_y_um=388.6
export IMPL_min_period_ns=10.01
export IMPL_ir_drop_mv=0.08035
export IMPL_top_logic_kind="multiplexers"
export IMPL_hold_path_class="primary input to register"
export IMPL_worstMarginPinSlew_ns=0.9678
export IMPL_top_area_frac=0.6858
export IMPL_final_layout_size_suffix_gt1_frac=0.1598
export IMPL_hold_start="data"
export IMPL_final_cells=5065
export IMPL_grt_overflow_total=0
export IMPL_fmaxAchievable_mhz=99.90
export IMPL_setup_ws_ns=9.890
export IMPL_clock_sinks=1034
export IMPL_aoi_share=0.02818
export IMPL_status="completed"
export IMPL_grt_pass1_vias=27110
export IMPL_ys_cells=3121
export IMPL_rows=141
export IMPL_cap_violations=0
export IMPL_largest_register="ram"
export IMPL_start_kind="register"
export IMPL_cts_resized=0
export IMPL_ys_async_sr_fraction=0
export IMPL_vias=26460
export IMPL_path_max_fanout=68
export IMPL_wl_per_cell_um=24.36
export IMPL_ioPinCount=14
export IMPL_most_common_cell="nor2_1"
export IMPL_cts_root_buf="clkbuf_16"
export IMPL_synth_flops=1034
export IMPL_clock_path_buffers=3
export IMPL_first_pass_iters=5
export IMPL_yosysWarningCount=0
export IMPL_tool_warnings=32
export IMPL_path_class="register to output port"
export IMPL_power_total_uw=4539
export IMPL_largest_reg_flops=1024
export IMPL_htree_levels=3
export IMPL_die_w_um=388.6
export IMPL_yosys_area_top_type="edfxtp_1"
export IMPL_antenna_found_initial=7
export IMPL_tns_ns=0
export IMPL_adder_share=0
export IMPL_required_ns=15.92
export IMPL_cts_tree="built"
export IMPL_areaGrowthSynthToFinish_pct=12.11
export IMPL_setup_viol=0
export IMPL_path_clk_slew_ns=0.06
export IMPL_post_cts_buffers=0
export IMPL_hold_violations=0
export IMPL_top_cells_by_area="edfxtp_1, mux4_2, nor2_1, mux2i_1, clkbuf_1"
export IMPL_rsz0062_at_grt="no"
export IMPL_end_kind="output port"
export IMPL_whs_path_depth=1
export IMPL_synth_area_per_cell_um2=14.37
export IMPL_grt_util_all_layers=0.1743
export IMPL_reg_largest_list="ram: 1024 flops"
export IMPL_antenna_cells=0
export IMPL_wirelength_mm=123.4
export IMPL_hpwl_mm=63.45
export IMPL_grt_pass1_wl_mm=181.3
export IMPL_num_fill_cells=14000
export IMPL_antenna_left=0
export IMPL_cts_inserted_buffers=104
export IMPL_gp_congestion=0.8425
export IMPL_arrival_ns=6.03
export IMPL_drv_slew=0
export IMPL_post_route_util=0.3396
export IMPL_min_to="ram[511]"
export IMPL_grt_start_max_net_pins=202
export IMPL_dp_cells=4872
[per-layer routing]
| metal | vias up | share of wire | global-route usage |
|---|---|---|---|
| li1 | 11400 | - | - |
| met1 | 13320 | 0.34 | 0.2016 |
| met2 | 1515 | 0.47 | 0.2631 |
| met3 | 212 | 0.17 | 0.1287 |
| met4 | 16 | 0.026 | 0.03773 |
| met5 | - | 0.0011 | 0.003190 |
[layout make-up]
type	count	area (um^2)	share of cell area
flip-flops and latches	1034	30960	0.6160
repair buffers	124	1031	0.02051
inverters	6	22.52	0.0004481
clock inverters	68	559.3	0.01113
well taps	1930	2415	0.04804
clock buffers	125	2724	0.05419
multi-input cells	1778	12550	0.2497
[worst max-delay path by stage]
| stage | startpoint | to | depth (start not counted) |
|---|---|---|---|
| CTS | register | q | 13 |
| global route | register | q | 13 |
| finish | register | q | 13 |
[cells in the final DEF, fill, tap and decap left out, types with 7 or more instances in the layout]
| master | instances |
|---|---|
| nand2b_1 | 7 |
| nor2_1 | 1036 |
| a22oi_1 | 17 |
| clkinv_1 | 31 |
| o21ai_0 | 11 |
| a21oi_1 | 37 |
| nor3b_1 | 8 |
| nand3_2 | 24 |
| nand3_1 | 13 |
| nand4_1 | 10 |
| clkbuf_1 | 19 |
| mux4_1 | 14 |
| buf_4 | 106 |
| o221ai_1 | 49 |
| clkdlybuf4s50_1 | 12 |
| nor2b_1 | 11 |
| clkbuf_16 | 106 |
| mux4_2 | 200 |
| edfxtp_1 | 1024 |
| clkinv_2 | 21 |
| nor3_1 | 37 |
| nand2_1 | 80 |
| bufinv_16 | 9 |
| mux2i_1 | 123 |
| o22ai_1 | 28 |
[power by group]
part           internal [uW]  total, uW  switching [uW]
clock                   1090       1910             820
combinational           76.6        231             154
sequential              2400       2400            5.69
[worst max-delay path: stages, from the launching register on]
cell,delay [ns]
dfxtp_4,0.79
buf_12,0.48
buf_4,0.61
buf_4,0.67
mux4_2,0.58
mux2_2,0.28
o22ai_1,0.14
nor3_1,0.07
nor2_1,0.12
nor3_1,0.08
nor4_1,0.30
o2111ai_1,0.37
buf_4,0.28
clkdlybuf4s50_1,0.40
[kinds of logic (layout without fill, tap and decap cells)]
family                 count (synthesis)  after routing
AND-OR/OR-AND                        178            178
buffers and inverters                309            323
flip-flops                          1034           1034
multiplexers                         340            340
AND/OR/NAND/NOR                     1260           1260
[per-stage QoR]
stage	hold slack (ns)	area [um^2]
6_report	3.837	50260
5_1_grt	3.882	50260
4_1_cts	3.827	50260
3_5_place_dp	4.531	46980
3_3_place_gp	4.527	46980
2_1_floorplan	4.008	44840
