## /design/flow/design.v

```verilog
module pc_uart_rx(clk,rst_n,rx,rx_rdy,rx_data);
input clk,rx,rst_n;
output logic rx_rdy;
output logic [7:0] rx_data;
logic baud_full,half_baud;
typedef enum reg [1:0] {IDLE,FRONT_POUCH,RX,BACK_POUCH} state_t;
state_t state,nxt_state;
always_ff @ (posedge clk or negedge rst_n) 
	if(!rst_n)
		state <= IDLE;
	else
		state <= nxt_state;
logic [11:0] baud_count;
logic clear_baud;
always_ff @(posedge clk, negedge rst_n) begin
  if (!rst_n)
    baud_count <= 1'b0;
  else if (clear_baud)
	baud_count <= 1'b0;
  else if(baud_count != 12'hA2C)  
    baud_count <= baud_count + 1'b1;
  else if(baud_full)
    baud_count <= 1'b0; 
  end
assign baud_full = (baud_count == 12'hA2C) ? 1'b1 : 1'b0; 
assign half_baud = (baud_count == 12'h516 || baud_count == 12'hA2C) ? 1'b1 : 1'b0;
logic [4:0] index;
logic full_rx,clear_index;
always_ff @ (posedge clk or negedge rst_n) begin
	if (!rst_n) begin
		full_rx <= 1'b0;
		index <= 3'b0;
	end 
	else if (clear_index) begin
		full_rx <= 1'b0;
		index <= 3'b0;
	end
	else begin
		if (index == 4'b1000)
			full_rx <= 1'b1;
		else if (baud_full)
			index <= index + 1'b1;
	end		
end
logic clear_shift;
logic shift;
always_ff @ (posedge clk or negedge rst_n) begin
	if(!rst_n)
		rx_data <= 8'h0;
	else if (clear_shift)
		rx_data <= 8'h0;
	else if (shift)
			rx_data <= {rx,rx_data[7:1]};
end
always @ (*) begin
clear_baud = 1'b0;
clear_shift = 1'b0;
clear_index = 1'b0;
shift = 1'b0;
rx_rdy = 1'b0;
	case (state)
		IDLE: begin
			if (rx) begin
				clear_baud = 1'b1;
				clear_index = 1'b1;
				nxt_state = IDLE;
			end
			else begin
				nxt_state = FRONT_POUCH;	
			end
		end
		FRONT_POUCH: begin
			if (half_baud) begin
				clear_baud = 1'b1;
				nxt_state = RX;
			end
			else begin
				nxt_state = FRONT_POUCH;	
			end
			clear_index = 1'b1;
			clear_shift = 1'b1;
		end
		RX: begin
			if (baud_full && full_rx) begin
				nxt_state = BACK_POUCH;	
				clear_baud = 1'b1;				
			end
			else if (baud_full && !full_rx) begin
				clear_baud = 1'b1;
				shift = 1'b1;
				nxt_state = RX;
			end
			else begin
				nxt_state = RX;	
			end
		end
		BACK_POUCH: begin
			if (half_baud) begin
				if(rx) begin
					rx_rdy = 1'b1;
				end
				nxt_state = IDLE;
			end
			else
				nxt_state = BACK_POUCH;	
		end
		default: nxt_state = IDLE;
	endcase
end
endmodule
```

## /design/flow/run.sh

```bash
#!/bin/bash
# OpenROAD 26Q1-2900-gdf79404cd8, Yosys 0.63+post, stock flow scripts
make -C /OpenROAD-flow-scripts/flow DESIGN_CONFIG=/design/flow/config.mk WORK_HOME=/design/flow/orfs finish
```

## /design/flow/config.mk

```make
export PLATFORM = sky130hd
export DESIGN_NAME = pc_uart_rx
export DESIGN_NICKNAME = pc_uart_rx
export VERILOG_FILES = /design/flow/design.v
export SDC_FILE = /design/flow/constraint.sdc
export NUM_CORES = 4
export LEC_CHECK = 1
export CORE_AREA = 10 10 111 111
export DIE_AREA = 0 0 121 121
export SYNTH_HDL_FRONTEND = slang
```

## /design/flow/constraint.sdc

```tcl
current_design pc_uart_rx

set clk_period 2.6
set clk_io_pct 0.2

create_clock -name clk0 -period $clk_period [get_ports {clk}]

set non_clock_inputs [all_inputs -no_clocks]
set_input_delay [expr $clk_period * $clk_io_pct] -clock clk0 $non_clock_inputs
set_output_delay [expr $clk_period * $clk_io_pct] -clock clk0 [all_outputs]
```

==> results.py <==
# Generated from Yosys and OpenROAD reports
metrics = {
    "drt": {
        "drtIter0Drc": 34,
        "route.detailed.drc": 0,
        "final_antenna_net_count": 0,
        "antennaDiodeCount": 0,
        "avgViaCountPerCell": 3.69,
        "wl_um": 2860,
        "wl_per_cell_um": 9.35,
        "num_vias": 1130,
        "firstDrtPassIters": 4,
    },
    "setup_path": {
        "cp_max_fo": 3,
        "required_ns": 2.08,
        "cp-start-kind": "flop",
        "worstPathCellList": "inv_1, ha_2, nand4bb_1, or2_4, a21oi_4, and3_4, dlymetal6s2s_1",
        "worst_r2r_path_depth": 5,
        "crit-reg2reg-launch": "baud_count[7]",
        "critPathKind": "flop to output pin",
        "critical_path.n_buffers_inverters": 2,
        "rrSetupSlack_ns": 0.37,
        "end_kind": "output pin",
        "crit_path_top_delay_cell": "dfrtp_1",
        "arrival_ns": 1.72,
        "path_delay_family": "simple AND/OR/NAND/NOR gates",
        "worst_r2r_endpoint": "index[2]",
        "critPathMaxStageDelay_ns": 0.40,
    },
    "placement": {
        "hpwl_um": 1990,
        "finalWeightedCongestion": 0.780,
        "pre_cts_ws_ns": 0.210,
        "portBuffers": 11,
    },
    "hold_path": {
        "hold_class": "flop to flop",
        "hp-start": "state[1]",
        "min_to": "state[1]",
        "min_path_cells": 1,
    },
    "run_status": {
        "status": "finished clean",
    },
    "flow_run": {
        "warnings": 28,
        "cap_violations": 0,
    },
    "global_route": {
        "antenna_found_initial": 0,
        "grt_pass1_vias": 1096,
        "grt_remaining_overflow": 0,
        "grtUsageTotal_pct": 3.92,
        "grt_pass1_wl_um": 5030,
        "grt_max_degree": 31,
    },
    "power_and_ir_drop": {
        "power_frac_seq_pct": 49.8,
        "combPwrFrac_pct": 1.5,
        "power_density_nw_per_um2": 474,
        "p_int_mw": 0.752,
        "p_clk_share_pct": 48.7,
        "p_sw_share_pct": 19.7,
        "vdd_drop_max_uv": 341,
        "leakage_nw": 0.779,
        "p_sw_mw": 0.185,
    },
    "yosys": {
        "area_leaders": "dfrtp_1 (48%), xnor2_1 (5.8%), mux2i_1 (5.3%), nor3_1 (5.0%), ha_1 (4.2%)",
        "edf_count": 0,
        "synth_top_flop_cell": "dfrtp_1",
        "ys_chip_area_um2": 1510,
        "ys_cells": 147,
        "yosys_warnings": 0,
        "ys_seq_share_pct": 50.0,
        "syn_avg_cell_area_um2": 10.2,
        "top_area_share_pct": 48.2,
        "synth-seq-cells": 30,
        "synth-async-reset-ratio_pct": 100,
        "ys_types": 35,
        "mappedNetlistArea_um2": 1510,
        "syn-instance-count": 147,
        "synth_top_cell_by_area": "dfrtp_1",
    },
    "clock_network": {
        "insertion_delay_ns": 0.29,
        "ctsLongestPathBuffers": 2,
        "cts_sinks": 30,
        "h-tree-depth": 2,
        "root_buffer": "clkbuf_8",
        "numCtsBuffers": 5,
        "cts_tree": "yes",
        "hold_buffers": 0,
        "clkTransAtPathRegs_ns": 0.06,
    },
    "timing": {
        "skew_ns": 0.00684,
        "setup_viol": 0,
        "tns_ns": 0,
        "tightest_slew_ns": 0.789,
        "drv_slew": 0,
        "fmax_mhz": 447,
        "period_needed_ns": 2.24,
        "hold_violations": 0,
        "rsz0062_at_grt": "false",
        "layout_setup_ws_ns": 0.361,
        "maxSlewHeadroom_pct": 46.7,
        "period_used_pct": 86.1,
        "hold_ws_ns": 0.520,
    },
    "layout": {
        "area_growth_pct": 31.3,
        "seq_area_um2": 752,
        "fill_cells": 1058,
        "drive_above_1_share_pct": 16.8,
        "final-comb-area_um2": 706,
    },
    "die": {
        "io_pins": 12,
        "coreArea_um2": 9860,
        "die_y_um": 121,
        "fp_util_pct": 15.3,
        "die_w_um": 121,
        "dieArea_um2": 14600,
        "placement_rows": 36,
    },
}
[Yosys cell counts, drive strengths merged (2+ instances only)]
master and count:
xnor2 10, nor4bb 3, dfrtp 29, clkbuf 3
nor4 3, a21oi 5, ha 5, nand3 7
nand2 8, nor3 15, buf 2, mux2i 8
inv 11, o21ai 4, or3 3, nor2 14
[logic make-up after synthesis]
logic type      share of synthesized area [%]
xor+xnor                                 6.40
flops                                    50.0
mux                                      5.32
compound gates                           5.99
buf+inv                                  4.99
simple gates                             23.2
fa+ha+maj                                4.16
[cells in the final DEF (no fill, tap or decap), types with 2 or more instances in the layout]
cell type	n
or3_1	2
buf_4	12
inv_1	10
nand3_1	7
clkbuf_8	5
nor4_1	2
nand2_1	8
xnor2_1	10
clkdlybuf4s50_1	10
nor4bb_1	2
nor3_1	15
ha_1	4
mux2i_1	8
o21ai_0	4
clkinv_2	2
a21oi_1	4
nor2_1	14
dfrtp_1	29
[how the worst max path moves through the flow]
stage / startpoint / endpoint / slack, ns / depth (start not counted)
finish: baud_count[1] / rx_rdy / 0.36 / 7
global route: baud_count[1] / rx_rdy / 0.24 / 7
CTS: baud_count[0] / rx_rdy / 0.03 / 7
[cell type report]
class,instances,area share (%)
flip-flops and latches,30,38.0
multi-input cells,101,35.7
repair buffers,23,10.3
well taps,133,8.42
clock buffers,5,3.48
inverters,11,2.09
clock inverters,3,2.03
[routing by layer]
layer	part of all wire (%)	vias to the layer above	global-route usage (%)
met4	1.6	0	0.830
li1	-	554	-
met1	47	557	5.29
met5	0	-	0
met2	45	14	6.19
met3	5.5	5	1.04
[per-stage QoR]
step	cell area [µm²]	power, mW	std cells	utilization, %
floorplan	1510	0.476	147	-
global placement	1800	0.490	293	18.3
detailed placement	1800	0.490	293	18.3
CTS	1930	0.949	303	19.6
global route	1980	0.969	306	20.0
finish	1980	0.937	306	20.0
[sequential cells by signal (all words and copies together), names as in the netlist]
signal / cells
baud_count: 12
full_rx: 1
index: 5
rx_data: 8
state: 4
[power groups by stage]
stage | sequential (mW) | combinational [mW] | clock [mW]
4_1_cts | 0.467 | 0.0145 | 0.468
6_report | 0.467 | 0.0137 | 0.456
5_1_grt | 0.466 | 0.0161 | 0.487
[repair_timing]
item	CTS	global route
pin swaps	1	4
buffers inserted	2	3
resized	2	6
cloned	0	0
endpoints found under the setup margin	1	1
No activity file was given, so power comes from the tool's default toggle rates.
